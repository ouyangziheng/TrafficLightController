### ./run.sh
#!/bin/bash
# OpenROAD 26Q1-2900-gdf79404cd8, Yosys 0.63+post, stock flow scripts
make -C /OpenROAD-flow-scripts/flow DESIGN_CONFIG=/design/flow/config.mk WORK_HOME=/design/flow/orfs finish
### ./config.mk
export PLATFORM = sky130hd
export DESIGN_NAME = traffic_light_controller
export DESIGN_NICKNAME = traffic_light_controller
export VERILOG_FILES = /design/flow/design.v
export SDC_FILE = /design/flow/constraint.sdc
export NUM_CORES = 4
export LEC_CHECK = 1
export CORE_UTILIZATION = 30
### ./constraint.sdc
current_design traffic_light_controller

set clk_period 3.4
set clk_io_pct 0.2

create_clock -name clk0 -period $clk_period [get_ports {clk}]

set non_clock_inputs [all_inputs -no_clocks]
set_input_delay [expr $clk_period * $clk_io_pct] -clock clk0 $non_clock_inputs
set_output_delay [expr $clk_period * $clk_io_pct] -clock clk0 [all_outputs]
### ./design.v
module traffic_light_controller (
    input clk,               
    input reset,             
    input manual_override,   
    input [1:0] manual_state,  
    output reg R,            
    output reg G,            
    output reg [3:0] time_remaining,  
    output reg [7:0] seg,     
    output [1:0] scan_select       
);
assign scan_select = 2'b10;   
parameter RED_TIME = 10, YELLOW_TIME = 10, GREEN_TIME = 10;
parameter RED_STATE = 2'b00, YELLOW_STATE = 2'b01, GREEN_STATE = 2'b10;
reg [1:0] state;           
reg [3:0] counter;         
reg [26:0] clk_div_counter;   
reg [26:0] clk_div_counter_400Hz;   
reg clk_1Hz;                   
reg clk_400Hz;                
always @(posedge clk or posedge reset) begin
    if (reset) begin
        clk_div_counter_400Hz <= 0;
        clk_400Hz <= 0;
    end else begin
        if (clk_div_counter_400Hz == 17'd124999) begin   
            clk_div_counter_400Hz <= 0;
            clk_400Hz <= ~clk_400Hz;   
        end else begin
            clk_div_counter_400Hz <= clk_div_counter_400Hz + 1;
        end
    end
end
always @(posedge clk or posedge reset) begin
    if (reset) begin
        clk_div_counter <= 0;
        clk_1Hz <= 0;
    end else begin
        if (clk_div_counter == 27'd99999999) begin   
            clk_div_counter <= 0;
            clk_1Hz <= ~clk_1Hz;   
        end else begin
            clk_div_counter <= clk_div_counter + 1;
        end
    end
end
always @(posedge clk_1Hz or posedge reset) begin
    if (reset) begin
        state <= RED_STATE;    
        counter <= 0;        
        R <= 0;                 
        G <= 0;                 
        time_remaining <= RED_TIME;   
    end else if (manual_override) begin
        state <= manual_state;   
        case (manual_state)
            RED_STATE: begin
                R <= 0;        
                G <= 1;        
                time_remaining <= RED_TIME;   
            end
            YELLOW_STATE: begin
                R <= 1;      
                G <= 1;   
                time_remaining <= YELLOW_TIME;   
            end
            GREEN_STATE: begin
                R <= 1;       
                G <= 0;        
                time_remaining <= GREEN_TIME;   
            end
            default: begin
                R <= 0;        
                G <= 0;
                time_remaining <= 0;   
            end
        endcase
    end else begin
        if (counter == 0) begin
            case(state)
                RED_STATE: begin
                    state <= YELLOW_STATE;   
                    counter <= YELLOW_TIME;  
                    R <= 1;                 
                    G <= 1;                 
                    time_remaining <= YELLOW_TIME;  
                end
                YELLOW_STATE: begin
                    state <= GREEN_STATE;    
                    counter <= GREEN_TIME;   
                    R <= 1;                 
                    G <= 0;                 
                    time_remaining <= GREEN_TIME;  
                end
                GREEN_STATE: begin
                    state <= RED_STATE;      
                    counter <= RED_TIME;     
                    R <= 0;                 
                    G <= 1;                 
                    time_remaining <= RED_TIME;  
                end
            endcase
        end else begin
            counter <= counter - 1;   
            time_remaining <= counter;   
        end
    end
end
always @(clk_400Hz) begin
    case (time_remaining)
        4'b0000: seg <= 8'b01111110;  
        4'b0001: seg <= 8'b00110000;  
        4'b0010: seg <= 8'b01101101;  
        4'b0011: seg <= 8'b01111001;  
        4'b0100: seg <= 8'b00110011;  
        4'b0101: seg <= 8'b01011011;  
        4'b0110: seg <= 8'b01011111;  
        4'b0111: seg <= 8'b01110000;  
        4'b1000: seg <= 8'b01111111;  
        4'b1001: seg <= 8'b01111011;  
        default: seg <= 8'b11111111;  
    endcase
end
endmodule
==> results.txt <==
Update from the flow run.

The kind of end point of the critical path is a register. Per Yosys stat, the portion of area used by sequential elements is 42.10%. STA puts the critical path data arrival time at 2310 ps. The final-report hold violation count is 0.

In the post-route report, total wirelength is listed as 4248 µm. The relative area change from synthesis to final layout is 14.70%. The async set-or-reset flop fraction in the synthesized netlist is 100.0%.

The placement-stage cell area is 2663 µm². The wire length on met3 is 142 µm. The DRC violation count after routing is 0. The maximum number of pins on one net before global-route repair is 41. The cell area power density is 228.2 nW/µm². The cell area after technology mapping is 2384 µm². Looking at the VDD voltage map, the peak drop is 0.1554 mV. The tally of nets with antenna violations remaining after routing is 0. The leakage component of the power was reported as 0.001210 µW.

The gate-level netlist out of Yosys references 44 unique cell types. The number of clock buffers added by TritonCTS is 3. The delay contributed by the slowest stage of the critical path is 440 ps. The category of the worst setup path launch point is a register. 0 antenna diodes ended up in the layout. The OpenROAD report gives the critical path a required time of 3550 ps. The final timing summary puts the cycle share of the worst path at 63.45%. The total iterations of the first detailed-routing run is 20. The vias per cell is 4.925. The number of enable-type register cells in the synthesized netlist is 0. The cell sequence reported for the critical path is ha_1 -> nand2_1 -> nor4_2 -> nor3b_1 -> buf_4 -> o221ai_1. Per the CTS log, the maximum H-tree level is 1.

The post-route netlist has 4.797% of its cells at a drive strength greater than 1. The via count of the first global-routing pass is 1703. After legalization and detailed placement, the total HPWL measured 3133 µm. In this run, the number of DRC markers left after iteration 0 of detailed routing was 107.

The setup TNS is 0 ps. The remaining max-slew budget at the tightest pin is 44.99%. The post-CTS setup repair buffer count is 0. After synthesis, the chip area reported by Yosys is 2384 µm².

The total of warnings raised by yosys is 1. The timing report attributes the biggest portion of critical-path delay to simple AND/OR/NAND/NOR gates. The height of the die is 91.14 µm. The script logs the mean routed wire length per placed instance as 11.39 µm. Recorded from the global router log, the overflow total was 0. Clock tree synthesis selected as its root buffer the cell clkbuf_8. The clock latency on the worst-skew pair is 270 ps. The run finished with clean final reports.

The total of endpoints with negative setup slack in the final report is 0. The final design area excluding fillers is 2734 µm². The number of primary I/O pins is 21. The total buffers and inverters traversed by the critical path is 1. In the setup report, the worst path falls into the class register to register. Synthesis produced a netlist whose cell count is 256.

The number of cells reported by Yosys stat comes to 256. In this run the horizontal extent of the chip is 91.14 µm. Once the floorplan was initialized, standard cells occupied 31.01% of the core.

After layout, the minimum clock period comes to 2157 ps. Setup repair after global routing left no endpoint under its margin. At the pin with the least slew margin, the transition time is 823.4 ps.

The maximum frequency from static timing analysis is 463.6 MHz. The core region is 7687 µm². The routed design uses 1844 µm of met2 wire. Counting pins that exceed their max-slew limit in the final report gives 0. The detailed placer reported the number of placed instances as 369. The top flip-flop cell by instance count after synthesis is dfrtp_1. The number of unconstrained endpoints is 26.

The final core utilization is 35.56%. The row count is 32. CTS reports a maximum clock tree buffer depth of 2. The count of vias placed by the detailed router is 1837. The number of standard cells in the final layout excluding fillers is 373. The smallest hold slack is 541.5 ps. Buffers placed on the I/O ports in this run total 18. Signal nets in the final route climb as high as met4. The placer congestion estimate is 0.8276. Post-CTS repair ended up resizing 0 cells. The number of antenna violations at the first check in global routing is 0.

The global routing report lists combined usage of all routing layers as 11.35%. The synthesized area per cell is 9.311 µm². The number of register pins that no clock reaches is 12. Looking at the worst setup and hold paths, the clock pins of their registers show a slew of 90 ps. The hold buffer count at CTS is 0. The maximum net fanout on the critical path is 9. After synthesis the netlist holds a flip-flop and latch count of 40. The max-capacitance violation count is 0. The stage logs contain a warning count of 36. The CTS tree is built. In the final routing, the length of wire on met1 measures 2241 µm.

The path type of the worst min-delay path is register to register. The overall die size recorded for this design is 8306 µm². The worst clock skew is 2.011 ps. Looking at the critical path, the single cell with the biggest stage delay is dfrtp_1. The first global-routing pass estimated 7700 µm of wire.
-- sequential cells by signal (all words and copies together) (netlist names) --
signal           flops
state                2
counter              4
G                    1
R                    1
clk_div_counter     27
clk_1Hz              1
time_remaining       4
-- per-layer routing --
layer | vias to the layer above | track usage [%]
met5 | - | 0
li1 | 938 | -
met1 | 866 | 18.03
met2 | 31 | 17.36
met3 | 2 | 2.126
met4 | 0 | 0.5291
-- cell families (layout without fill, tap and decap cells) --
group           after synthesis  after routing  synth area share [%]
other cells                   2              2                0.3151
compound gates               50             50                 12.28
mux                           5              5                 2.152
buf+inv                      25             40                 4.357
simple gates                103            103                 24.88
xor+xnor                     15             15                 5.512
fa+ha+maj                    16             16                 8.399
flops                        40             40                 42.10
-- placed cells by master, fill, tap and decap left out, types with 5 or more instances in the layout --
master and n:
dfrtp_1 38, nand2_1 22, o21ai_0 20, clkdlybuf4s50_1 18, nor2_1 17, inv_1 16, ha_1 16, a21oi_1 13
nand3_1 13, xor2_1 10, nand2b_1 8, nand4_1 7, or3_1 5, and4_1 5, xnor2_1 5, o31ai_1 5
-- layout make-up --
| cell class | count | area (µm²) |
|---|---|---|
| Fill cell | 787 | 4954 |
| Multi-Input combinational cell | 191 | 1276 |
| Clock inverter | 1 | 30.03 |
| Clock buffer | 3 | 41.29 |
| Timing Repair Buffer | 20 | 195.2 |
| Tap cell | 102 | 127.6 |
| Sequential cell | 40 | 1003 |
| Inverter | 16 | 60.06 |
-- cells in the mapped netlist (4+ instances only) --
| library cell | n | area share [%] |
|---|---|---|
| nor4_1 | 4 | 1.0 |
| nand4_1 | 7 | 1.8 |
| o21ai_0 | 20 | 4.2 |
| nand2b_1 | 8 | 2.1 |
| nand3_1 | 13 | 2.7 |
| o31ai_1 | 5 | 1.6 |
| xor2_1 | 10 | 3.7 |
| clkbuf_1 | 5 | 0.79 |
| and4_1 | 5 | 1.8 |
| or3_1 | 5 | 1.3 |
| ha_1 | 16 | 8.4 |
| xnor2_1 | 5 | 1.8 |
| mux2i_1 | 4 | 1.7 |
| inv_1 | 16 | 2.5 |
| a21oi_1 | 13 | 2.7 |
| dfrtp_1 | 38 | 40 |
| nor2_1 | 17 | 2.7 |
| nand2_1 | 22 | 3.5 |
-- stage by stage --
| stage | power, µW | worst slack [ps] |
|---|---|---|
| after floorplan | 360.9 | 1631 |
| after global placement | 371.4 | 1323 |
| after detailed placement | 371.6 | 1251 |
| after CTS | 635.1 | 1233 |
| after global routing | 652.3 | 1110 |
| final | 623.9 | 1243 |
-- worst paths after layout --
check	slack, ps	startpoint	depth (start not counted)	end
max	1240	clk_div_counter[0]	6	clk_div_counter[5]
min	540	clk_div_counter[0]	1	clk_div_counter[0]
max reg2reg	1240	clk_div_counter[0]	6	clk_div_counter[5]
min reg2reg	540	clk_div_counter[0]	1	clk_div_counter[0]
max in group asynchronous	2250	reset	3	clk_div_counter[1]
min in group asynchronous	810	reset	3	clk_div_counter[20]
-- power breakdown --
group | switching (µW) | internal [µW]
sequential | 0 | 334
clock | 103 | 158
combinational | 19.2 | 10.8
total | 122 | 502
Power and IR drop assume default switching activity.
